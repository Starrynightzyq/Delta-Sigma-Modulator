### flow/config.mk
export PLATFORM = sky130hd
export DESIGN_NAME = sp_mash111
export DESIGN_NICKNAME = sp_mash111
export VERILOG_FILES = /design/flow/design.v
export SDC_FILE = /design/flow/constraint.sdc
export NUM_CORES = 4
export LEC_CHECK = 1
export CORE_AREA = 10 10 109 109
export DIE_AREA = 0 0 119 119
### flow/constraint.sdc
current_design sp_mash111

set clk_period 3.8
set clk_io_pct 0.2

create_clock -name clk0 -period $clk_period [get_ports {clk}]

set non_clock_inputs [all_inputs -no_clocks]
set_input_delay [expr $clk_period * $clk_io_pct] -clock clk0 $non_clock_inputs
set_output_delay [expr $clk_period * $clk_io_pct] -clock clk0 [all_outputs]
### flow/design.v
`timescale  1ns / 1ps
module dff #(
    parameter WIDTH = 1,
    parameter WITH_RST = 0,
    parameter RST_VALUE = 0
) (
    input clk,
    input rst_n,
    input [WIDTH-1:0] D,
    output reg [WIDTH-1:0] Q=0,
    output [WIDTH-1:0] Qn
);
    generate
        if (WITH_RST) begin 
            always @(posedge clk or negedge rst_n) begin
                if (!rst_n) begin
                    Q <= {WIDTH{RST_VALUE[0]}};
                end else begin
                    Q <= D;
                end
            end
        end else begin
            always @(posedge clk) begin
                Q <= D;
            end
        end
    endgenerate
    assign Qn = ~Q;
endmodule
`timescale  1ns / 1ps
module ncl #(
    parameter OUT_REG = 1  
)(
    input clk,              
    input rst_n,            
    input y1_i,
    input y2_i,
    input y3_i,
    output [3:0] y_o
);
    wire signed [2:0] c1;
    wire signed [3:0] c2;
    wire signed [0:0] c0_reg;
    wire signed [2:0] c1_reg; 
    wire signed [3:0] c2_reg;
    assign c1 = y2_i + y3_i - c0_reg;
    assign c2 = y1_i + {c1[2], c1} - {c1_reg[2], c1_reg};  
    dff #(
        .WIDTH     ( 1 ),
        .WITH_RST  ( 0 ),
        .RST_VALUE ( 0 ))
    u0_dff (
        .clk                     ( clk    ),
        .rst_n                   ( rst_n  ),
        .D                       ( y3_i   ),
        .Q                       ( c0_reg ),
        .Qn                      (        )
    );
    dff #(
        .WIDTH     ( 3 ),
        .WITH_RST  ( 0 ),
        .RST_VALUE ( 0 ))
    u1_dff (
        .clk                     ( clk    ),
        .rst_n                   ( rst_n  ),
        .D                       ( c1     ),
        .Q                       ( c1_reg ),
        .Qn                      (        )
    );
    dff #(
        .WIDTH     ( 4 ),
        .WITH_RST  ( 0 ),
        .RST_VALUE ( 0 ))
    u2_dff (
        .clk                     ( clk    ),
        .rst_n                   ( rst_n  ),
        .D                       ( c2     ),
        .Q                       ( c2_reg ),
        .Qn                      (        )
    );
    generate
        if (OUT_REG) begin
            assign y_o = c2_reg;
        end else begin
            assign y_o = c2;
        end
    endgenerate
endmodule
`timescale  1ns / 1ps
module sp_efm #(
    parameter WIDTH = 9,   
    parameter OUT_REG = 0  
) (
    input clk,              
    input rst_n,            
    input [WIDTH-1:0] x_i,  
    input y_i,
    output y_o,             
    output [WIDTH-1:0] e_o  
);
    wire [WIDTH:0] sum;
    reg [WIDTH:0] sum_r;
    assign sum = x_i + y_i + sum_r[WIDTH-1:0];
    always @(posedge clk or negedge rst_n) begin
        if (!rst_n) begin
            sum_r <= 'b0;
        end else begin
            sum_r <= sum;
        end
    end
    generate
        if (OUT_REG) begin
            assign e_o = sum_r[WIDTH-1:0];
            assign y_o = sum_r[WIDTH];
        end else begin
            assign e_o = sum[WIDTH-1:0];
            assign y_o = sum[WIDTH];
        end
    endgenerate
endmodule
`timescale  1ns / 1ps
module sp_mash111 #(
    parameter WIDTH = 9,   
    parameter OUT_REG = 1  
) (
    input clk,              
    input rst_n,            
    input [WIDTH-1:0] x_i,  
    output [3:0] y_o,       
    output [WIDTH-1:0] e_o  
);
    wire [WIDTH-1:0] x_i_1;
    wire [WIDTH-1:0] e_o_1;
    wire y_o_1;
    wire [WIDTH-1:0] x_i_2;
    wire [WIDTH-1:0] e_o_2;
    wire y_o_2;
    wire [WIDTH-1:0] x_i_3;
    wire [WIDTH-1:0] e_o_3;
    wire y_o_3;
    wire y1_i;
    wire y2_i;
    wire y3_i;
    assign x_i_1 = x_i;
    assign x_i_2 = {e_o_1, 4'b0};
    assign x_i_3 = e_o_2;
    assign e_o = e_o_3;
    sp_efm #(
        .WIDTH ( 5 ),
        .OUT_REG ( OUT_REG  ))
    u_sp_efm_1 (
        .clk                     ( clk     ),
        .rst_n                   ( rst_n   ),
        .x_i                     ( x_i_1   ),
        .y_i                     ( 1'b0    ),
        .y_o                     ( y_o_1   ),
        .e_o                     ( e_o_1   )
    );
    sp_efm #(
        .WIDTH ( WIDTH ),
        .OUT_REG( OUT_REG ))
    u_sp_efm_2 (
        .clk                     ( clk     ),
        .rst_n                   ( rst_n   ),
        .x_i                     ( x_i_2   ),
        .y_i                     ( y_o_1   ),
        .y_o                     ( y_o_2   ),
        .e_o                     ( e_o_2   )
    );
    sp_efm #(
        .WIDTH ( WIDTH ),
        .OUT_REG( OUT_REG ))
    u_sp_efm_3 (
        .clk                     ( clk     ),
        .rst_n                   ( rst_n   ),
        .x_i                     ( x_i_3   ),
        .y_i                     ( y_o_2   ),
        .y_o                     ( y_o_3   ),
        .e_o                     ( e_o_3   )
    );
    ncl #(
        .OUT_REG ( 1 ))
    u_ncl (
        .clk                     ( clk     ),
        .rst_n                   ( rst_n   ),
        .y1_i                    ( y1_i    ),
        .y2_i                    ( y2_i    ),
        .y3_i                    ( y3_i    ),
        .y_o                     ( y_o     )
    );
    generate
        if (OUT_REG) begin
            wire y1_reg_0;
            wire y1_reg_1;
            wire y2_reg_0;
            dff #(
                .WIDTH     ( 1 ),
                .WITH_RST  ( 0 ),
                .RST_VALUE ( 0 ))
            u0_dff (
                .clk                     ( clk    ),
                .rst_n                   ( rst_n  ),
                .D                       ( y_o_1   ),
                .Q                       ( y1_reg_0 )
            );
            dff #(
                .WIDTH     ( 1 ),
                .WITH_RST  ( 0 ),
                .RST_VALUE ( 0 ))
            u1_dff (
                .clk                     ( clk    ),
                .rst_n                   ( rst_n  ),
                .D                       ( y1_reg_0   ),
                .Q                       ( y1_reg_1 )
            );
            dff #(
                .WIDTH     ( 1 ),
                .WITH_RST  ( 0 ),
                .RST_VALUE ( 0 ))
            u2_dff (
                .clk                     ( clk    ),
                .rst_n                   ( rst_n  ),
                .D                       ( y_o_2   ),
                .Q                       ( y2_reg_0 )
            );
            assign y1_i = y1_reg_1;
            assign y2_i = y2_reg_0;
            assign y3_i = y_o_3;
        end else begin
            assign y1_i = y_o_1;
            assign y2_i = y_o_2;
            assign y3_i = y_o_3;
        end
    endgenerate
endmodule
### flow/run.sh
#!/bin/bash
# OpenROAD 26Q1-2900-gdf79404cd8, Yosys 0.63+post, stock flow scripts
make -C /OpenROAD-flow-scripts/flow DESIGN_CONFIG=/design/flow/config.mk WORK_HOME=/design/flow/orfs finish
==> flow_summary_export.csv <==
group,metric,value,unit
clock_network,root_buffer,"clkbuf_8",
global_route,grt_max_degree,27,
route,via_count,1253,
yosys,synth_area,1919,um^2
yosys,yosysWarnings,7,
layout,layout.cells.most_common,"ha_1",
layout,area_delta_synth_final,23.27,%
route,drt_wl_total,3.496,mm
sta,setup_viol,0,
floorplanning,core_area,9639,um^2
yosys,yosysChipArea,1919,um^2
yosys,avgSynthCellArea,11.42,um^2
global_route,grt_overflow_total,0,
clock_network,htreeDepth,2,
sta,skew,4.553,ps
sta,timing.final.crit_share,61.33,%
setup_path,worstPathRequired,4010,ps
setup_path,critPathTopFamily,"adder cells",
placement,dp.final_hpwl,2.787,mm
placement,preCtsSetupSlack,1366,ps
setup_path,crit_chain,"ha_1 -> inv_1 -> ha_1 -> ha_1 -> inv_1 -> ha_1 -> ha_1 -> a21o_1 -> a21oi_1 -> xor2_1",
yosys,async_reset_ff_share,70.27,%
route,drt_first_pass_iters,4,
flow_run,cap_violations,0,
clock_network,postCtsSetupRepairBufs,0,
outcome,outcome,"finished, final reports clean",
clock_network,clock_path_buffers,2,
clock_network,cts.clk_slew.worst_paths,70,ps
floorplanning,die.size.y,119,um
sta,fmax,429.1,MHz
setup_path,cp_max_fo,2,
setup_path,cp-end-kind,"flop",
route,via_per_inst,3.809,
route,drtAntennaViolNets,0,
sta,rsz0062_at_grt,"false",
global_route,grt_pass1_wl,6.099,mm
placement,routabilityCongestion,0.8185,
floorplanning,dieArea,14160,um^2
sta,finalHoldViolCount,0,
sta,slew_violations,0,
sta,setup_slack,1470,ps
placement,port_buffers,19,
yosys,edf_count,0,
route,insertedDiodeCount,0,
clock_network,cts_tree,"done",
setup_path,cpMostUsedCell,"ha_1",
floorplanning,io_pins,24,
clock_network,hold_buffers,0,
route,wl_per_cell,10.63,um
clock_network,numCtsBuffers,5,
floorplanning,fp_util,19.91,%
clock_network,cts.sinks,37,
setup_path,cp_slowest_cell,"dfrtp_1",
yosys,ys.flop_type,"dfrtp_1",
yosys,seq_area_frac_synth,45.37,%
layout,nFillCells,1044,
yosys,syn_inst,168,
setup_path,cpPeakStageDelay,380,ps
sta,max_slew.worst_pin.slew,337.7,ps
floorplanning,row_count,36,
yosys,ys_ff,37,
global_route,grtUsageTotal,5.143,%
setup_path,worstSetupPathType,"reg -> reg",
global_route,grt_pass1_vias,1348,
sta,tns,0,ps
flow_run,warnings,29,
route,drt-initial-drc-count,59,
sta,period_needed,2330,ps
yosys,yosysUniqueCellTypes,28,
layout,drive_gt1_share,5.612,%
setup_path,worst-path-buf-inv,2,
global_route,antenna_found_initial,0,
route,route.detailed.drc,0,
floorplanning,die_x,119,um
clock_network,postCtsResizedCells,0,
layout,final_cell_mix,"ha_1, dfrtp_1, clkdlybuf4s50_1",
yosys,ys_cells,168,
sta,relSlewSlack,77.49,%
setup_path,worst_setup_path_start_kind,"flop",
clock_network,worstSkewPairLatency,280,ps
hold_path,hold_path.class,"reg -> reg",
setup_path,crit_arrival,2540,ps
synthesized netlist by cell type, drive strengths merged (3+ instances only):
cell / number / area [um^2]
ha: 29 / 362.9
dfrtp: 26 / 650.6
a21oi: 15 / 75.07
inv: 15 / 56.30
dfxtp: 11 / 220.2
xnor2: 11 / 96.34
nand3: 7 / 35.03
nor2: 7 / 26.28
a21o: 5 / 37.54
nand2: 5 / 21.27
o21ai: 5 / 25.02
xor2: 5 / 43.79
fa: 4 / 80.08
nand3b: 4 / 30.03
nand4: 3 / 18.77
o21a: 3 / 22.52
per-stage QoR:
step / cells / instance area [um^2] / hold slack [ps] / util (%)
2_1_floorplan: 168 / 1919 / 309.6 / -
3_3_place_gp: 321 / 2283 / 314.1 / 23.69
3_5_place_dp: 321 / 2283 / 313.6 / 23.69
4_1_cts: 329 / 2366 / 331.5 / 24.55
5_1_grt: 329 / 2366 / 346.5 / 24.55
6_report: 329 / 2366 / 329.3 / 24.55
worst register-to-register path: stages (launching register included):
cell     delay (ps)
dfrtp_1         380
ha_1            280
inv_1            40
ha_1            170
ha_1            270
inv_1            50
ha_1            290
ha_1            300
a21o_1          180
a21oi_1         160
xor2_1          140
cell type report:
type / instances / area (um^2) / share of cell area, %
clock inverters: 2 / 10.01 / 0.4231
well taps: 133 / 166.4 / 7.033
multi-input cells: 116 / 992.2 / 41.94
flip-flops and latches: 37 / 870.8 / 36.81
inverters: 15 / 56.30 / 2.380
clock buffers: 6 / 72.57 / 3.067
repair buffers: 20 / 197.7 / 8.355
path summary, 6_finish.rpt:
path	start	end	slack, ps	depth (start not counted)
min in group asynchronous	rst_n	u_sp_efm_2.sum_r[7]	850	2
max in group asynchronous	rst_n	u_sp_efm_2.sum_r[4]	2700	2
min reg2reg	genblk1.u0_dff.Q	genblk1.u1_dff.Q	330	0
max reg2reg	u_sp_efm_3.sum_r[9]	u_ncl.u2_dff.Q[3]	1470	10
max	u_sp_efm_3.sum_r[9]	u_ncl.u2_dff.Q[3]	1470	10
min	genblk1.u0_dff.Q	genblk1.u1_dff.Q	330	0
kinds of logic after synthesis:
kind of cell	Yosys count	synth area share, %
AOI/OAI and AO/OA	37	13.10
DFF	37	45.37
adders and majority gates	33	23.08
and+or+nand+nor	30	8.214
xor gates and xnor gates	16	7.301
buffers and inverters	15	2.933
metal layers:
layer	global-route usage [%]	up-vias	wire length, um
li1	-	653	-
met2	8.333	26	1621
met4	0.6107	0	21
met3	1.487	2	164
met5	0	-	0
met1	6.914	572	1689
state kept, by name, indices dropped and copies added (netlist names):
signal,cells
u_sp_efm_1.sum_r,6
u_ncl.u2_dff.Q,4
genblk1.u2_dff.Q,1
genblk1.u1_dff.Q,1
genblk1.u0_dff.Q,1
u_sp_efm_3.sum_r,10
u_ncl.u1_dff.Q,3
u_ncl.u0_dff.Q,1
u_sp_efm_2.sum_r,10
