==> flow/design.v <==
`timescale  1ns / 1ps
module dff #(
    parameter WIDTH = 1,
    parameter WITH_RST = 0,
    parameter RST_VALUE = 0
) (
    input clk,
    input rst_n,
    input [WIDTH-1:0] D,
    output reg [WIDTH-1:0] Q=0,
    output [WIDTH-1:0] Qn
);
    generate
        if (WITH_RST) begin 
            always @(posedge clk or negedge rst_n) begin
                if (!rst_n) begin
                    Q <= {WIDTH{RST_VALUE[0]}};
                end else begin
                    Q <= D;
                end
            end
        end else begin
            always @(posedge clk) begin
                Q <= D;
            end
        end
    endgenerate
    assign Qn = ~Q;
endmodule
`timescale  1ns / 1ps
module hk_efm #(
    parameter WIDTH = 24,   
    parameter A_GAIN = 1,    
    parameter OUT_REG = 0  
) (
    input clk,              
    input rst_n,            
    input [WIDTH-1:0] x_i,  
    output y_o,             
    output [WIDTH-1:0] e_o  
);
    wire [WIDTH:0] sum;
    reg [WIDTH:0] sum_r;
    assign sum = x_i + sum_r[WIDTH-1:0] + {A_GAIN{sum_r[WIDTH]}};
    always @(posedge clk or negedge rst_n) begin
        if (!rst_n) begin
            sum_r <= 'b0;
        end else begin
            sum_r <= sum;
        end
    end
    assign y_o = sum_r[WIDTH];
    generate
        if (OUT_REG) begin
            assign e_o = sum_r[WIDTH-1:0];
        end else begin
            assign e_o = sum[WIDTH-1:0];
        end
    endgenerate
endmodule
`timescale  1ns / 1ps
module hk_mash111 #(
    parameter WIDTH = 9,   
    parameter A_GAIN = 2,   
    parameter OUT_REG = 1   
) (
    input clk,              
    input rst_n,            
    input [WIDTH-1:0] x_i,  
    output [3:0] y_o,       
    output [WIDTH-1:0] e_o  
);
    wire [WIDTH-1:0] x_i_1;
    wire [WIDTH-1:0] e_o_1;
    wire y_o_1;
    wire [WIDTH-1:0] x_i_2;
    wire [WIDTH-1:0] e_o_2;
    wire y_o_2;
    wire [WIDTH-1:0] x_i_3;
    wire [WIDTH-1:0] e_o_3;
    wire y_o_3;
    wire y1_i;
    wire y2_i;
    wire y3_i;
    assign x_i_1 = x_i;
    assign x_i_2 = e_o_1;
    assign x_i_3 = e_o_2;
    assign e_o = e_o_3;
    hk_efm #(
        .WIDTH ( WIDTH ),
        .A_GAIN( A_GAIN ),
        .OUT_REG ( OUT_REG ))
    u_hk_efm_1 (
        .clk                     ( clk     ),
        .rst_n                   ( rst_n   ),
        .x_i                     ( x_i_1   ),
        .y_o                     ( y_o_1   ),
        .e_o                     ( e_o_1   )
    );
    hk_efm #(
        .WIDTH ( WIDTH ),
        .A_GAIN( A_GAIN ),
        .OUT_REG ( OUT_REG ))
    u_hk_efm_2 (
        .clk                     ( clk     ),
        .rst_n                   ( rst_n   ),
        .x_i                     ( x_i_2   ),
        .y_o                     ( y_o_2   ),
        .e_o                     ( e_o_2   )
    );
    hk_efm #(
        .WIDTH ( WIDTH ),
        .A_GAIN( A_GAIN ),
        .OUT_REG ( OUT_REG ))
    u_hk_efm_3 (
        .clk                     ( clk     ),
        .rst_n                   ( rst_n   ),
        .x_i                     ( x_i_3   ),
        .y_o                     ( y_o_3   ),
        .e_o                     ( e_o_3   )
    );
    ncl #(
        .OUT_REG ( 1 ))
    u_ncl (
        .clk                     ( clk     ),
        .rst_n                   ( rst_n   ),
        .y1_i                    ( y1_i    ),
        .y2_i                    ( y2_i    ),
        .y3_i                    ( y3_i    ),
        .y_o                     ( y_o     )
    );
    generate
        if (OUT_REG) begin
            wire y1_reg_0;
            wire y1_reg_1;
            wire y2_reg_0;
            dff #(
                .WIDTH     ( 1 ),
                .WITH_RST  ( 0 ),
                .RST_VALUE ( 0 ))
            u0_dff (
                .clk                     ( clk    ),
                .rst_n                   ( rst_n  ),
                .D                       ( y_o_1   ),
                .Q                       ( y1_reg_0 )
            );
            dff #(
                .WIDTH     ( 1 ),
                .WITH_RST  ( 0 ),
                .RST_VALUE ( 0 ))
            u1_dff (
                .clk                     ( clk    ),
                .rst_n                   ( rst_n  ),
                .D                       ( y1_reg_0   ),
                .Q                       ( y1_reg_1 )
            );
            dff #(
                .WIDTH     ( 1 ),
                .WITH_RST  ( 0 ),
                .RST_VALUE ( 0 ))
            u2_dff (
                .clk                     ( clk    ),
                .rst_n                   ( rst_n  ),
                .D                       ( y_o_2   ),
                .Q                       ( y2_reg_0 )
            );
            assign y1_i = y1_reg_1;
            assign y2_i = y2_reg_0;
            assign y3_i = y_o_3;
        end else begin
            assign y1_i = y_o_1;
            assign y2_i = y_o_2;
            assign y3_i = y_o_3;
        end
    endgenerate
endmodule
`timescale  1ns / 1ps
module ncl #(
    parameter OUT_REG = 1  
)(
    input clk,              
    input rst_n,            
    input y1_i,
    input y2_i,
    input y3_i,
    output [3:0] y_o
);
    wire signed [2:0] c1;
    wire signed [3:0] c2;
    wire signed [0:0] c0_reg;
    wire signed [2:0] c1_reg; 
    wire signed [3:0] c2_reg;
    assign c1 = y2_i + y3_i - c0_reg;
    assign c2 = y1_i + {c1[2], c1} - {c1_reg[2], c1_reg};  
    dff #(
        .WIDTH     ( 1 ),
        .WITH_RST  ( 0 ),
        .RST_VALUE ( 0 ))
    u0_dff (
        .clk                     ( clk    ),
        .rst_n                   ( rst_n  ),
        .D                       ( y3_i   ),
        .Q                       ( c0_reg ),
        .Qn                      (        )
    );
    dff #(
        .WIDTH     ( 3 ),
        .WITH_RST  ( 0 ),
        .RST_VALUE ( 0 ))
    u1_dff (
        .clk                     ( clk    ),
        .rst_n                   ( rst_n  ),
        .D                       ( c1     ),
        .Q                       ( c1_reg ),
        .Qn                      (        )
    );
    dff #(
        .WIDTH     ( 4 ),
        .WITH_RST  ( 0 ),
        .RST_VALUE ( 0 ))
    u2_dff (
        .clk                     ( clk    ),
        .rst_n                   ( rst_n  ),
        .D                       ( c2     ),
        .Q                       ( c2_reg ),
        .Qn                      (        )
    );
    generate
        if (OUT_REG) begin
            assign y_o = c2_reg;
        end else begin
            assign y_o = c2;
        end
    endgenerate
endmodule
==> flow/run.sh <==
#!/bin/bash
# OpenROAD 26Q1-2900-gdf79404cd8, Yosys 0.63+post, stock flow scripts
make -C /OpenROAD-flow-scripts/flow DESIGN_CONFIG=/design/flow/config.mk WORK_HOME=/design/flow/orfs finish
==> flow/config.mk <==
export PLATFORM = sky130hd
export DESIGN_NAME = hk_mash111
export DESIGN_NICKNAME = hk_mash111
export VERILOG_FILES = /design/flow/design.v
export SDC_FILE = /design/flow/constraint.sdc
export NUM_CORES = 4
export LEC_CHECK = 1
export CORE_UTILIZATION = 30
==> flow/constraint.sdc <==
current_design hk_mash111

set clk_period 6.4
set clk_io_pct 0.2

create_clock -name clk0 -period $clk_period [get_ports {clk}]

set non_clock_inputs [all_inputs -no_clocks]
set_input_delay [expr $clk_period * $clk_io_pct] -clock clk0 $non_clock_inputs
set_output_delay [expr $clk_period * $clk_io_pct] -clock clk0 [all_outputs]
==> results.cfg <==
; physical design summary
[worst_setup_path]
path_class = primary input to flop
critical-path-max-stage-delay_ns = 0.49
path_cells = clkdlybuf4s50_1, fa_1, ha_1, fa_1, a21o_1, a21oi_1, o21ai_1, xor2_1
cp_num_buf_inv = 1
required_ns = 6.57
worstPathMaxFanout = 3
crit_arrival_ns = 3.59
endpoint_kind = flop
critPathTopFamily = adder cells
crit_slowest_cell = fa_1
crit_path_frequent_cell = fa_1
startpoint_type = primary input

[placement]
hpwl_mm = 3.41
port_buffers = 23
gp_congestion = 0.810
dp_cells = 355

[final_timing]
hold_viol_final = 0
finalClockPeriodUsage_pct = 53.4
max_slew_margin_pct = 73.4
tns_ns = 0
setup_violations = 0
fin_crit_ns = 3.42
skew_ns = 0.00420
fmax_mhz = 292
tightest_slew_ns = 0.399
drv_slew = 0
rsz0062_at_grt = false

[run]
max_cap_violations = 0
warnings = 25

[drt]
diodes = 0
antenna_left = 0
drt_iter0_markers = 27
dr_total_vias = 1647
avgRoutedWirePerCell_um = 11.5
viasPerCell = 4.54
routed_wl_mm = 4.16
route.detailed.drc = 0
drtPass1Iterations = 4

[logic_synthesis]
ys_seq_share_pct = 37.5
synth_area_mm2 = 0.00259
ys_types = 31
top_area_share_pct = 29.0
ys_cells = 226
post_synth.cell_area_avg_um2 = 11.5
ys.flops = 41
ys_top_cells_by_area = dfrtp_1 29%, ha_1 26%, dfxtp_1 8.5%, fa_1 7.7%, xor2_1 3.7%
netlist_instances = 226
ys_area_mm2 = 0.00259
synth.largest_area_cell = dfrtp_1
yosysWarningCount = 4

[clock_network]
cts.sinks = 41
clock.latency.late_pin_ns = 0.29
post_cts.repair.setup_buffers = 0
cts_hold_buffers = 0
root_buffer = clkbuf_8
cts_resized = 0
cts.path.max_buffers = 2
htree_levels = 2
numCtsBuffers = 5
path_clk_slew_ns = 0.08
cts_tree = done

[floorplanning]
io-pin-count = 24
die_x_um = 95.0
fp_util_pct = 31.2
core-area_mm2 = 0.00830
die_area_mm2 = 0.00902
rows = 33
die_h_um = 95.0

[min_path]
hp-class = flop to flop

[finish]
drive_above_1_share_pct = 4.26
stdcell_count = 363
nFillCells = 806
comb_area_mm2 = 0.00153
seqCellArea_um2 = 971
area_growth_pct = 18.7

[outcome]
status = finished clean

[global_route]
overflow = 0
grt_pass1_vias = 1720
grtUsageTotal_pct = 11.0
grt_pass1_wl_mm = 7.61
antenna_found_initial = 0
grt_max_degree = 31
## registers in the layout (all words and copies together), names as in the netlist
name,flops
u_ncl.u1_dff.Q,3
genblk1.u0_dff.Q,1
u_ncl.u0_dff.Q,1
u_ncl.u2_dff.Q,4
u_hk_efm_3.sum_r,10
genblk1.u2_dff.Q,1
u_hk_efm_2.sum_r,10
genblk1.u1_dff.Q,1
u_hk_efm_1.sum_r,10
## path summary, 6_finish.rpt
| kind | slack (ns) | cells after the start | from | to |
|---|---|---|---|---|
| max in group asynchronous | 4.73 | 2 | rst_n | u_hk_efm_3.sum_r[5] |
| setup reg to reg | 3.90 | 7 | u_hk_efm_1.sum_r[1] | u_hk_efm_2.sum_r[9] |
| setup / recovery | 2.98 | 8 | x_i[1] | u_hk_efm_1.sum_r[7] |
| hold / removal | 0.33 | 0 | genblk1.u0_dff.Q | genblk1.u1_dff.Q |
| min in group asynchronous | 1.37 | 2 | rst_n | u_hk_efm_3.sum_r[7] |
| hold reg to reg | 0.33 | 0 | genblk1.u0_dff.Q | genblk1.u1_dff.Q |
## Yosys cell counts
library cell  number
a211oi_1           2
a21boi_1           1
a21boi_2           1
a21o_1             7
a21oi_1           14
a21oi_2            1
a221oi_1           2
a221oi_2           1
a311o_1            1
and2b_1            1
and3_1             1
and4b_1            2
dfrtp_1           30
dfxtp_1           11
fa_1              10
ha_1              54
inv_1             25
mux2i_1            5
nand2_1           12
nand3_1            4
nor2_1             2
nor2b_1            2
nor3_1             5
nor4b_1            1
o21a_1             2
o21ai_0            2
o21ai_1            4
o21bai_1           2
o31ai_1            2
xnor2_1            8
xor2_1            11
## cells in the final DEF, fill, tap and decap left out, types with 4 or more instances in the layout
cell and instances:
ha_1 54, dfrtp_1 30, inv_1 25, clkdlybuf4s50_1 23, a21oi_1 14, nand2_1 12, xor2_1 11, dfxtp_1 11
fa_1 10, xnor2_1 8, a21o_1 7, clkbuf_8 6, nor3_1 5, mux2i_1 5, nand3_1 4, o21ai_1 4
## kinds of logic (layout without fill, tap and decap cells)
logic type                 count (synthesis)  after routing  synth area share (%)
adders and majority gates                 64             64                  33.8
AOI/OAI and AO/OA                         42             42                  10.9
DFF                                       41             41                  37.5
and+or+nand+nor                           30             30                  5.89
buffers and inverters                     25             57                  3.62
xor gates and xnor gates                  19             19                  6.42
muxes                                      5              5                  1.93
## per-stage QoR
step,hold WS (ns),utilization [%],area [um^2],setup WS [ns]
after CTS,0.331,37.1,3080,3.00
final,0.331,37.1,3080,2.98
after global routing,0.342,37.1,3080,2.86
after floorplan,0.310,-,2590,3.24
after global placement,0.313,35.7,2960,2.70
after detailed placement,0.312,35.7,2960,2.68
## worst register-to-register path: cells and delay by family (launching register included)
kind	cells	cell delay (ns)
DFF	1	0.42
adders and majority gates	3	1.15
xor gates and xnor gates	1	0.16
AOI/OAI and AO/OA	3	0.66
## layout make-up
cell class,count,area share (%)
Tap cell,105,4.27
Sequential cell,41,31.5
Clock buffer,7,2.80
Clock inverter,1,0.976
Inverter,25,3.05
Multi-Input combinational cell,160,49.6
Timing Repair Buffer,24,7.72
## per-layer routing
| layer | vias up | share of wire, % | GRT usage [%] |
|---|---|---|---|
| li1 | 855 | - | - |
| met1 | 763 | 49 | 16.6 |
| met2 | 21 | 47 | 17.6 |
| met3 | 8 | 3.0 | 1.80 |
| met4 | 0 | 1.4 | 1.26 |
| met5 | - | 0 | 0 |
